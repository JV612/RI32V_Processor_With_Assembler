===== run.sh =====
#!/bin/bash
# OpenROAD 26Q1-2900-gdf79404cd8, Yosys 0.63+post, stock flow scripts
make -C /OpenROAD-flow-scripts/flow DESIGN_CONFIG=/design/flow/config.mk WORK_HOME=/design/flow/orfs finish

===== config.mk =====
export PLATFORM = sky130hd
export DESIGN_NAME = ALU
export DESIGN_NICKNAME = ALU
export VERILOG_FILES = /design/flow/design.v
export SDC_FILE = /design/flow/constraint.sdc
export NUM_CORES = 4
export LEC_CHECK = 1
export CORE_UTILIZATION = 50

===== constraint.sdc =====
current_design ALU

set clk_period 331.3
set clk_io_pct 0.2

create_clock -name clk0 -period $clk_period

set non_clock_inputs [all_inputs -no_clocks]
set_input_delay [expr $clk_period * $clk_io_pct] -clock clk0 $non_clock_inputs
set_output_delay [expr $clk_period * $clk_io_pct] -clock clk0 [all_outputs]

===== design.v =====
module ALU (
    input wire [31:0] A,                
    input wire [31:0] B,                
    input wire isAdd,                   
    input wire isSub,                   
    input wire isMul,                   
    input wire isDiv,                   
    input wire isCmp,                   
    input wire isMod,                   
    input wire isOr,                    
    input wire isAnd,                   
    input wire isNot,                   
    input wire isMov,                   
    input wire isLsl,                   
    input wire isLsr,                   
    input wire isAsr,                   
    output reg [31:0] aluResult,        
    output reg flag_eq,
    output reg flag_gt         
);
wire [3:0] local_flags;                  
always @(*) begin
    aluResult = 32'b0;  
    if (isAdd) begin
        aluResult = A + B;
    end else if (isSub) begin
        aluResult = A - B;
    end else if (isMul) begin
        aluResult = A * B;
    end else if (isDiv) begin
        aluResult = B != 0 ? A / B : 32'b0;  
    end else if (isMod) begin
        aluResult = B != 0 ? A % B : 32'b0;
    end else if (isOr) begin
        aluResult = A | B;
    end else if (isAnd) begin
        aluResult = A & B;
    end else if (isNot) begin
        aluResult = ~A;
    end else if (isMov) begin
        aluResult = B;
    end else if (isLsl) begin
        aluResult = A << B;
    end else if (isLsr) begin
        aluResult = A >> B;
    end else if (isAsr) begin
        aluResult = A >>> B;
    end else if (isCmp) begin
        flag_eq = (A == B) ? 1'b1 : 1'b0;  
        flag_gt = (A > B) ? 1'b1 : 1'b0;   
    end
end
endmodule

==> flow_summary_export.csv <==
group,metric,value,unit
power_and_ir_drop,netSwitchingPower,381,uW
worst_setup_path,path_max_fanout,38,
yosys,yosys_area,55700,sq um
grt,antenna_found_initial,31,
yosys,ys_types,112,
worst_setup_path,crit_required,265.04,ns
hold_path,hold_path.startpoint,"isAdd",
grt,grt-ovfl-total,0,
power_and_ir_drop,vdd_ir_drop_max,0.0379,mV
die,die_h,336,microns
hold_path,hold_path_depth,4,
sta,final_max_slew_viol_count,0,
power_and_ir_drop,internal_power,218,uW
sta,final.setup.tns,0,ns
hold_path,hold_path_class,"in -> out",
routing,vias,63472,
power_and_ir_drop,swShare,63.6,%
power_and_ir_drop,leakage,0.0275,uW
run,openroad.warnings,101,
yosys,ys_warn_count,1,
clock_network,ctsHoldBuffers,0,
yosys,synth_flops,2,
power_and_ir_drop,p_total,599,uW
sta,fin_crit,219.90,ns
final_layout,seqCellArea,30.0,sq um
placed_design,globalplace.congestion,1.17,
clock_network,post_cts_buffers,0,
die,die_w,336,microns
final_layout,lay_top_count,"nand2_1",
sta,unclocked_pins,2,
worst_setup_path,arrival,153.63,ns
die,rows,122,
worst_setup_path,crit_top_cell,"ha_1",
placed_design,port_buffers,111,
grt,grt_use_total,52.1,%
hold_path,min_to,"aluResult[27]",
grt,grt_pass1_vias,59920,
die,io_pins,111,
grt,grt_pass1_wl,414,mm
sta,fmax,4.55,MHz
yosys,syn_inst,7864,
yosys,avgSynthCellArea,7.09,sq um
sta,untimed_endpoints,4,
routing,vias_per_cell,6.80,
placed_design,hpwl,224,mm
die,fp_util,50.4,%
yosys,synthArstFlopShare,0,%
run,max-cap-violations,0,
worst_setup_path,slowest_delay,1.05,ns
sta,worst_pin_slew,1.34,ns
final_layout,layout-drive-gt1-share,6.87,%
routing,drt_iter0_drc,7653,
sta,finalSetupViolations,0,
final_layout,nFillCells,10945,
final_layout,syn_to_final_growth,5.82,%
worst_setup_path,path_buffers,24,
power_and_ir_drop,p_per_area,10.2,nW/um^2
yosys,ff_type,"dlxtn_1",
routing,dr.pass1.iters,8,
sta,rsz0062_at_grt,"false",
final_layout,layout_top_cells,"nand2_1, nor2_1, ha_1",
worst_setup_path,critPathSlowestCell,"a221oi_1",
yosys,edf_count,0,
sta,max_slew_margin,9.73,%
routing,drc,0,
worst_setup_path,start_kind,"input port",
routing,antenna_left,0,
die,core-area,111000,sq um
final_layout,logic_area,51700,sq um
yosys,synth_area,55700,sq um
status,status,"finished clean",
sta,finalHoldViolations,0,
yosys,ys_cells,7864,
sta,finalClockPeriodUsage,66.4,%
clock_network,ctsResizeCount,0,
grt,grt_max_degree,60,
routing,wl_per_cell,30.9,microns
worst_setup_path,path_class,"in -> out",
worst_setup_path,cp_top_family,"AND-OR/OR-AND gates",
die,die_area,113000,sq um
worst_setup_path,endpoint_kind,"output port",
routing,wirelength,288,mm
## cells in the mapped netlist (134+ instances only)
master / number / area [sq um]
a21o_1: 192 / 1440
a21oi_1: 614 / 3070
clkbuf_1: 271 / 1020
fa_1: 411 / 8230
ha_1: 751 / 9400
inv_1: 697 / 2620
nand2_1: 1014 / 3810
nand3_1: 170 / 851
nor2_1: 785 / 2950
nor3_1: 187 / 936
o21a_1: 134 / 1010
o21ai_0: 379 / 1900
xnor2_1: 314 / 2750
xor2_1: 186 / 1630
## worst max-delay path by stage
| stage | startpoint | endpoint | slack, ns | cells past startpoint |
|---|---|---|---|---|
| 4_1_cts | B[5] | aluResult[31] | 115.14 | 295 |
| 5_1_grt | B[5] | aluResult[31] | 107.88 | 303 |
| 6_report | B[5] | aluResult[13] | 111.41 | 294 |
## final cells by class
class,instances,area share (%)
multi-input cells,6781,87.7
inverters,710,4.53
repair buffers,328,4.51
well taps,1488,3.16
diodes,22,0.0934
flip-flops and latches,2,0.0509
## layer usage
layer / GRT usage [%] / up-vias / wire, microns
met5: 4.77 / - / 891
met4: 35.4 / 38 / 25200
met3: 23.9 / 1277 / 43600
met2: 70.2 / 4610 / 113000
met1: 65.9 / 29787 / 106000
li1: - / 27760 / -
## registers in the layout, indices dropped and copies added (netlist names)
register	cells
flag_eq	1
flag_gt	1
## cell families after synthesis
kind of cell             synth area share, %
adder cells (fa/ha/maj)                 31.6
XOR/XNOR                                7.86
latches                               0.0539
AND-OR/OR-AND                           26.5
AND/OR/NAND/NOR                         21.9
multiplexers                            4.76
buffers and inverters                   7.38
## stage by stage
step                      cell area (sq um)  hold WS, ns  std cells  setup WS [ns]  utilization (%)
after detailed placement              58900       133.72       9309         115.51             53.3
after global placement                58900       133.70       9309         116.61             53.3
after floorplan                       55700       132.78       7864         130.17                -
after global routing                  58900       133.75       9315         107.88             53.3
after CTS                             58900       133.71       9309         115.14             53.3
final                                 59000       133.76       9331         111.41             53.4
Power figures rest on the tool's default switching activity, not on a simulated workload.
