==> ./design.v <==
module RegisterFile (
    input wire clk,
    input wire reset,
    input wire [3:0] rs1,  
    input wire [3:0] rs2,  
    input wire [3:0] rd,   
    input wire [31:0] writeData,  
    input wire isWb,       
    output wire [31:0] op1,  
    output wire [31:0] op2   
);
    reg [31:0] regFileData [0:15];  
    initial begin
        regFileData[0] = 32'b0;
        regFileData[1] = 32'b0;
        regFileData[2] = 32'b0;
        regFileData[3] = 32'b0;
        regFileData[4] = 32'b0;
        regFileData[5] = 32'b0;
        regFileData[6] = 32'b0;
        regFileData[7] = 32'b0;
        regFileData[8] = 32'b0;
        regFileData[9] = 32'b0;
        regFileData[10] = 32'b0;
        regFileData[11] = 32'b0;
        regFileData[12] = 32'b0;
        regFileData[13] = 32'b0;
        regFileData[14] = 32'b0;
        regFileData[15] = 32'b0;
    end
    assign op1 = regFileData[rs1];  
    assign op2 = regFileData[rs2];  
    always @(*) begin
        if (isWb && rd!=4'b0000) begin  
            regFileData[rd] <= writeData;
        end
    end
endmodule
==> ./run.sh <==
#!/bin/bash
# OpenROAD 26Q1-2900-gdf79404cd8, Yosys 0.63+post, stock flow scripts
make -C /OpenROAD-flow-scripts/flow DESIGN_CONFIG=/design/flow/config.mk WORK_HOME=/design/flow/orfs finish
==> ./config.mk <==
export PLATFORM = sky130hd
export DESIGN_NAME = RegisterFile
export DESIGN_NICKNAME = RegisterFile
export VERILOG_FILES = /design/flow/design.v
export SDC_FILE = /design/flow/constraint.sdc
export NUM_CORES = 4
export LEC_CHECK = 1
export CORE_UTILIZATION = 40
==> ./constraint.sdc <==
current_design RegisterFile

set clk_period 6.8
set clk_io_pct 0.2

create_clock -name clk0 -period $clk_period

set non_clock_inputs [all_inputs -no_clocks]
set_input_delay [expr $clk_period * $clk_io_pct] -clock clk0 $non_clock_inputs
set_output_delay [expr $clk_period * $clk_io_pct] -clock clk0 [all_outputs]
==> impl_metrics.json <==
{
  "status": "complete, no violations",
  "fp_util_pct": 40.85,
  "rows": 72,
  "hold_ws_ps": 3689,
  "hold_end": "op2[2]",
  "largest_reg_flops": 512,
  "hold_depth": 5,
  "grt_usage_pct": 32.23,
  "p_sw_mw": 0.4935,
  "area_delta_synth_final_pct": 10.92,
  "warnings": 34,
  "wl_met2_um": 28760,
  "die_y_um": 201.4,
  "vias_per_cell": 6.438,
  "yosys_area_um2": 15900,
  "die_area_um2": 40550,
  "top_register": "regFileData",
  "start_kind": "primary input",
  "avgSynthCellArea_um2": 9.023,
  "min_period_over_period_pct": 84.93,
  "dpl.hpwl_um": 39600,
  "postCtsSetupBuffers": 0,
  "wl_met1_um": 24620,
  "drc": 0,
  "drt_pre_antenna_iters": 7,
  "drive_gt1_share_pct": 7.785,
  "synth_top_cell_by_area": "dlxtn_1",
  "worst_hold_path_type": "primary input to primary output",
  "edf_count": 0,
  "critPathKind": "primary input to primary output",
  "port_buffers": 109,
  "die_w_um": 201.4,
  "stdcell_count": 2345,
  "maxUsedRoutingLayer": "met4",
  "synthTopCellsByArea": "dlxtn_1 (48%), a22oi_1 (9.4%), mux2i_1 (3.2%)",
  "reg_top3": "regFileData x512",
  "cts_repair_resize_count": 0,
  "synth_flops": 512,
  "worst_ir_drop_vdd_uv": 56.42,
  "crit_path_end_kind": "primary output",
  "ys.warnings.count": 2,
  "p_per_area_nw_per_um2": 58.69,
  "wl_met3_um": 7966,
  "core_area_um2": 38920,
  "grt_max_degree": 56,
  "finalSetupViolCount": 0,
  "p_sw_share_pct": 47.68,
  "required_ps": 5440,
  "grt_pass1_wl_um": 93690,
  "synthDistinctLibCells": 61,
  "detail-route-antenna-nets": 0,
  "top_cells_by_count": "dlxtn_1 (512), a22oi_1 (200), nand2_1 (120), nor2_1 (95), buf_2 (69)",
  "place_congestion": 0.9505,
  "ys_sh_simple_pct": 9.790,
  "min-delay-start": "rs2[1]",
  "drt_wl_total_um": 63750,
  "synth_area_um2": 15900,
  "routedWlPerCell_um": 27.18,
  "max_freq_mhz": 173.2,
  "aoi_share_pct": 30.63,
  "synth_cells": 1762,
  "mux_share_pct": 5.973,
  "critPathMaxFanout": 24,
  "p_int_mw": 0.5414,
  "crit_slowest_cell": "and2_1",
  "worst_pin_slew_ps": 895.3,
  "cp.arrival_ps": 4420,
  "holdBufCountCts": 0,
  "maxCapViolations": 0,
  "rsz0062_at_grt": "no",
  "synthArstFlopShare_pct": 0,
  "top_cell": "dlxtn_1",
  "unclocked_pins": 512,
  "dp.cells": 2342,
  "drv_slew": 0,
  "layout_min_cycle_time_ps": 5775,
  "yosysCellCount": 1762,
  "worstPathCellList": "buf_2 -> buf_4 -> nor2b_2 -> and2_1 -> a221oi_1 -> a31oi_1 -> o22a_1 -> clkdlybuf4s50_1",
  "leakage_nw": 7.466,
  "tns_ps": 0,
  "io_pins": 111,
  "synth_top_flop_cell": "dlxtn_1",
  "hold_viol": 0,
  "grt_pass1_vias": 15098,
  "untimed_endpoints": 512,
  "adder_share_pct": 0,
  "grt-ovfl-total": 0,
  "vias": 15097,
  "slowest_delay_ps": 640,
  "logic_family": "AND-OR/OR-AND gates",
  "n_fill_cell": 3727,
  "antenna_found_initial": 1,
  "yosys.area_share.xor_xnor_pct": 0,
  "netlist.area_leader.share_pct": 48.37,
  "slew_headroom_pct": 40.31,
  "total_power_mw": 1.035,
  "drtIter0Drc": 1200
}
==> cells in the final DEF, fill, tap and decap left out, types with 6 or more instances in the layout <==
master	synthesis	final
a31oi_1	41	41
a22oi_1	200	200
a21oi_1	47	47
o21ai_0	57	57
mux2_2	33	33
nor2_1	95	93
clkdlybuf4s50_1	0	101
a22o_1	57	57
o22ai_1	49	49
o21a_1	18	18
buf_4	11	71
a221oi_1	19	19
nor2b_2	0	10
nand3_1	17	17
o32a_1	25	25
o221ai_1	32	32
dlxtn_1	512	512
a21boi_0	16	16
and2_1	9	9
nand2_1	120	120
buf_2	69	6
inv_1	25	25
o22a_1	6	6
mux2i_1	51	51
and3_1	20	20
a222oi_1	20	20
a221o_1	11	11
conb_1	1	32
nand2b_1	12	12
a2111oi_0	18	18
o32ai_1	6	6
a32oi_1	16	16
nor2b_1	29	18
==> power by group through the flow <==
stage,Clock [mW],Combinational (mW),Sequential [mW]
global route,0.0000000197,0.794,0.308
CTS,0,0.734,0.288
==> layout make-up <==
type	instances	area [um^2]	share of cell area (%)
antenna	3	7.507	0.04257
inverter	27	101.3	0.5747
multi-input combinational	1104	7556	42.85
sequential	512	7687	43.59
tap	518	648.1	3.675
timing repair buffer	181	1634	9.266
==> stage by stage <==
step | utilization, % | area (um^2) | setup WS [ps]
finish | 45.31 | 17630 | 1025
detailed placement | 45.29 | 17630 | 1126
global route | 45.30 | 17630 | 938.5
CTS | 45.29 | 17630 | 1130
global placement | 45.29 | 17630 | 1134
floorplan | - | 16020 | 2830
==> worst max-delay path: cells and delay by family <==
family | cells | cell delay, ps
and+or+nand+nor | 2 | 1180
AOI/OAI and AO/OA | 3 | 670
buffers and inverters | 3 | 1160
==> cells by family (layout without fill, tap and decap cells) <==
kind of cell	Yosys count	count (layout)
AND-OR/OR-AND	652	652
buffers and inverters	177	208
latches	512	512
multiplexers	87	87
other	1	35
AND/OR/NAND/NOR	333	333
==> how the worst max path moves through the flow <==
stage	cells after the start	start	to	slack [ps]
CTS	8	rs2[3]	op2[19]	1130
global route	8	rs2[0]	op2[6]	940
finish	8	rs2[0]	op2[1]	1020
==> layer usage <==
layer | vias to the layer above | GRT usage (%)
met4 | 0 | 11.15
li1 | 6770 | -
met5 | - | 0
met1 | 7141 | 43.39
met3 | 177 | 11.16
met2 | 1009 | 49.31
No activity file was given, so power comes from the tool's default toggle rates.
